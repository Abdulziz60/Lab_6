[design/flow/config.mk]
export PLATFORM = sky130hd
export DESIGN_NAME = alu
export DESIGN_NICKNAME = alu
export VERILOG_FILES = /design/flow/design.v
export SDC_FILE = /design/flow/constraint.sdc
export NUM_CORES = 4
export LEC_CHECK = 1
export CORE_UTILIZATION = 30
[design/flow/constraint.sdc]
current_design alu

set clk_period 13.6
set clk_io_pct 0.2

create_clock -name clk0 -period $clk_period

set non_clock_inputs [all_inputs -no_clocks]
set_input_delay [expr $clk_period * $clk_io_pct] -clock clk0 $non_clock_inputs
set_output_delay [expr $clk_period * $clk_io_pct] -clock clk0 [all_outputs]
[design/flow/design.v]
`timescale 1ns / 1ps
module alu #( parameter ALU_WIDTH = 32 ) (
    input  logic [ALU_WIDTH - 1 : 0 ] op1, op2 ,
    input  logic [ 3 : 0 ] alu_ctrl ,  
    output logic [ALU_WIDTH - 1 : 0 ] alu_result,
    output logic zero
    );
    always_comb begin
    case (alu_ctrl) 
        4'b0000 : alu_result = op1 + op2 ;  
        4'b1000 : alu_result = op1 - op2 ;  
        4'b0111 : alu_result = op1 & op2 ;  
        4'b0110 : alu_result = op1 | op2 ;  
        4'b0100 : alu_result = op1 ^ op2 ;  
        4'b0001 : alu_result = op1 << op2;  
        4'b0101 : alu_result = op1 >> op2 ; 
        4'b1101 : alu_result = $signed(op1) >>> $signed (op2) ; 
        4'b0010 : alu_result = $signed(op1) < $signed(op2)? 1 : 0 ;  
        4'b0011 : alu_result = (op1 < op2) ? 1 : 0 ;  
        default : alu_result = 32'bx;
    endcase    
     zero = (alu_result == 0 )? 1'b1 : 1'b0;   
    end
endmodule
[design/flow/run.sh]
#!/bin/bash
# OpenROAD 26Q1-2900-gdf79404cd8, Yosys 0.63+post, stock flow scripts
make -C /OpenROAD-flow-scripts/flow DESIGN_CONFIG=/design/flow/config.mk WORK_HOME=/design/flow/orfs finish
==> impl_metrics.prom <==
# HELP chip_impl_metric Metrics from one implementation run
# TYPE chip_impl_metric gauge
chip_impl_metric{name="grt_pass1_vias",unit=""} 13100
chip_impl_metric{name="vias",unit=""} 13700
chip_impl_metric{name="wl_per_instance",unit="um"} 33.2
chip_impl_metric{name="worstPathRequired",unit="ns"} 10.88
chip_impl_metric{name="netlist-cell-type-count",unit=""} 88
chip_impl_metric{name="wl_met3",unit="um"} 7300
chip_impl_metric{name="grt_start_max_net_pins",unit=""} 47
chip_impl_metric{name="number_of_post_cts_setup_repair_buffers",unit=""} 0
chip_impl_metric{name="cellLeakagePower",unit="uW"} 0.00483
chip_impl_metric{name="timing.final.crit_period",unit="ns"} 11.32
chip_impl_metric{name="post_cts_resized",unit=""} 0
chip_impl_metric{name="pre_cts_slack",unit="ns"} 2.59
chip_impl_metric{name="final.period_utilization",unit=""} 0.833
chip_impl_metric{name="drc",unit=""} 0
chip_impl_metric{name="final-hold-violation-count",unit=""} 0
chip_impl_metric{name="place.gp.congestion",unit=""} 1.11
chip_impl_metric{name="fin_total_pwr",unit="uW"} 566
chip_impl_info{name="yosys-top-cells-count",value="nand2_1 (135), nor2_1 (130), inv_1 (116)"} 1
chip_impl_metric{name="met1Wirelength",unit="um"} 28400
chip_impl_metric{name="fmax",unit="MHz"} 88.3
chip_impl_metric{name="number_of_clock_buffer_instances_in_the_layout",unit=""} 0
chip_impl_metric{name="vias_per_cell",unit=""} 6.66
chip_impl_metric{name="tool_warnings",unit=""} 96
chip_impl_info{name="synth_top_cell_by_count",value="nand2_1"} 1
chip_impl_info{name="worstSetupEndpointType",value="output port"} 1
chip_impl_metric{name="synthesis.yosys.warnings",unit=""} 1
chip_impl_metric{name="worst_slew_pin_slew",unit="ns"} 1.11
chip_impl_info{name="synth.top_cells.by_area",value="mux4_2 (15%), ha_1 (11%), mux2i_1 (5.1%)"} 1
chip_impl_metric{name="routed-wl-met2",unit="um"} 29300
chip_impl_metric{name="die_area",unit="sq um"} 38300
chip_impl_metric{name="flow.area_growth_from_synthesis",unit="%"} 11.9
chip_impl_info{name="rsz0062_at_grt",value="no"} 1
chip_impl_metric{name="power_density",unit="nW/um^2"} 45.0
chip_impl_metric{name="maxSlewViolCount",unit=""} 0
chip_impl_metric{name="internal_power",unit="uW"} 215
chip_impl_metric{name="timing.final.ws_setup",unit="ns"} 2.28
chip_impl_metric{name="yosys-stat-cells",unit=""} 1591
chip_impl_info{name="synth_area_leader_cell",value="mux4_2"} 1
chip_impl_metric{name="postSynthSeqShare",unit=""} 0
chip_impl_metric{name="final_antenna_net_count",unit=""} 0
chip_impl_metric{name="global_route.overflow_total",unit=""} 0
chip_impl_metric{name="sw_power",unit="uW"} 352
chip_impl_metric{name="netSwitchingFraction",unit=""} 0.621
chip_impl_metric{name="antenna_violations_before_repair",unit=""} 4
chip_impl_info{name="timing_worst_setup_path_type",value="primary input to output port"} 1
chip_impl_metric{name="fin_setup_tns",unit="ns"} 0
chip_impl_info{name="setup_crit_start_kind",value="primary input"} 1
chip_impl_info{name="routed.top_layer",value="met5"} 1
chip_impl_metric{name="holdWs",unit="ns"} 6.76
chip_impl_metric{name="netlist.area_leader.share",unit=""} 0.152
chip_impl_metric{name="drt_wl_total",unit="um"} 68300
chip_impl_metric{name="path_max_fanout",unit=""} 16
chip_impl_metric{name="fp-row-count",unit=""} 70
chip_impl_metric{name="nFlopsAndLatches",unit=""} 0
chip_impl_metric{name="core_util_floorplan",unit=""} 0.306
chip_impl_metric{name="drtPass1Iterations",unit=""} 5
chip_impl_metric{name="report.final.setup_viol",unit=""} 0
chip_impl_metric{name="die_w",unit="um"} 196
chip_impl_metric{name="grt_first_pass_wirelength",unit="um"} 97700
chip_impl_metric{name="globalRouteTotalUtil",unit=""} 0.363
chip_impl_metric{name="register_area",unit="sq um"} 0
chip_impl_metric{name="detailedPlacementHpwl",unit="um"} 53600
chip_impl_metric{name="syn_area_per_cell",unit="sq um"} 7.07
chip_impl_metric{name="vdd_drop_max",unit="uV"} 23.0
chip_impl_info{name="run_status",value="complete, no violations"} 1
chip_impl_metric{name="drtIter0Drc",unit=""} 1328
chip_impl_metric{name="cts_hold_buf",unit=""} 0
chip_impl_metric{name="design.core.area",unit="sq um"} 36800
chip_impl_metric{name="dieHeight",unit="um"} 196
chip_impl_metric{name="port-buffer-count",unit=""} 101
chip_impl_metric{name="cp.arrival",unit="ns"} 8.60
chip_impl_metric{name="slew_headroom",unit=""} 0.261
chip_impl_metric{name="synthesis.instances",unit=""} 1591
chip_impl_metric{name="synth.yosys.chip_area",unit="sq um"} 11200
chip_impl_metric{name="share_of_final_layout_standard_cells_stronger_than_drive_strength_1",unit=""} 0.123
chip_impl_metric{name="ioPinCount",unit=""} 101
chip_impl_metric{name="synth_area",unit="sq um"} 11200
chip_impl_info{name="timing.hold.worst.class",value="primary input to output port"} 1
chip_impl_metric{name="cap_violations",unit=""} 0
[critical path, stage by stage]
cell             delay, ns
clkdlybuf4s50_1       1.00
inv_1                 0.28
ha_1                  0.51
a21oi_1               0.39
o221ai_1              0.25
o31ai_1               0.67
o221ai_1              0.46
a31oi_1               0.34
nor3_1                0.09
or4_1                 0.67
nor4_1                0.34
nand4_1               0.24
nor2_1                0.16
clkdlybuf4s50_1       0.47
[layout make-up]
class | instances | area (sq um)
Timing Repair Buffer | 160 | 1430
Fill cell | 3996 | 24200
Antenna cell | 3 | 7.51
Tap cell | 468 | 586
Multi-Input combinational cell | 1311 | 10100
Inverter | 117 | 439
[per-layer routing]
metal  track usage  vias to the layer above
met2         0.537                      833
met3         0.112                      142
met5       0.00511                        -
met1         0.495                     6680
met4         0.139                        2
li1              -                     6052
[kinds of logic after synthesis]
| kind of cell | Yosys count | share of synthesized area |
|---|---|---|
| AND-OR/OR-AND | 537 | 0.333 |
| adder cells (fa/ha/maj) | 98 | 0.110 |
| buffers and inverters | 280 | 0.101 |
| AND/OR/NAND/NOR | 515 | 0.228 |
| multiplexers | 148 | 0.218 |
| XOR/XNOR | 13 | 0.0101 |
[cells in the final DEF (no fill, tap or decap), types with 16 or more instances in the layout]
master           instances
a31oi_1                 17
mux2i_1                 57
a22oi_1                 26
nor3_1                  50
o211ai_1                23
inv_1                  116
o21a_1                  18
ha_1                    96
o21ai_0                109
nor4_1                  24
o221ai_1                21
nand2b_1                38
nor2b_1                 18
a21oi_1                102
mux4_2                  76
a211oi_1                21
clkdlybuf4s50_1         95
nand3_1                 32
a21o_1                  16
buf_4                   62
nand2_1                135
nor2_1                 129
[power by group through the flow]
stage,registers (uW),logic (uW),clock network (uW)
4_1_cts,0,551,0
5_1_grt,0,599,0
[worst paths after layout]
kind	start	cells after the start	end
worst max-delay path	op1[11]	14	zero
worst min-delay path	alu_ctrl[1]	6	alu_result[3]
[stage by stage]
stage | cells | area, sq um | util
6_report | 2059 | 12600 | 0.342
5_1_grt | 2056 | 12600 | 0.342
4_1_cts | 2056 | 12600 | 0.342
3_5_place_dp | 2056 | 12600 | 0.342
3_3_place_gp | 2056 | 12600 | 0.342
2_1_floorplan | 1591 | 11200 | -
