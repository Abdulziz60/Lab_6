<file path="./constraint.sdc">
current_design reg_file

set clk_period 5.6
set clk_io_pct 0.2

create_clock -name clk0 -period $clk_period [get_ports {clk}]

set non_clock_inputs [all_inputs -no_clocks]
set_input_delay [expr $clk_period * $clk_io_pct] -clock clk0 $non_clock_inputs
set_output_delay [expr $clk_period * $clk_io_pct] -clock clk0 [all_outputs]
</file>
<file path="./config.mk">
export PLATFORM = sky130hd
export DESIGN_NAME = reg_file
export DESIGN_NICKNAME = reg_file
export VERILOG_FILES = /design/flow/design.v
export SDC_FILE = /design/flow/constraint.sdc
export NUM_CORES = 4
export LEC_CHECK = 1
export CORE_UTILIZATION = 30
</file>
<file path="./run.sh">
#!/bin/bash
# OpenROAD 26Q1-2900-gdf79404cd8, Yosys 0.63+post, stock flow scripts
make -C /OpenROAD-flow-scripts/flow DESIGN_CONFIG=/design/flow/config.mk WORK_HOME=/design/flow/orfs finish
</file>
<file path="./design.v">
`timescale 1ns / 1ps
module reg_file#( parameter REGF_WIDTH = 32 )(
    input clk,
    input reset_n,
    input reg_write,
    input [4:0] raddr1,
    input [4:0] raddr2,
    input [4:0] waddr,
    input [REGF_WIDTH-1:0] wdata,
    output logic [REGF_WIDTH - 1 : 0] rdata1,
    output logic [REGF_WIDTH - 1 : 0] rdata2
);
    logic [REGF_WIDTH -1:0] register_file [REGF_WIDTH -1:0];
    initial register_file[0] = '0;
    logic [REGF_WIDTH-1:0] i;
    always_ff @(posedge clk, negedge reset_n) begin
        if (!reset_n) begin 
           for(i = 1; i < REGF_WIDTH; i = i + 1)
            register_file[i] <= '0;
        end
        else if (reg_write & (waddr !=0)) begin
        register_file[waddr] <= wdata;
        end
    end
    assign rdata1 = register_file[raddr1];
    assign rdata2 = register_file[raddr2];
endmodule
</file>
==> results_dict.tcl <==
# yosys + openroad results
set metrics [dict create \
    grt_pass1_vias 49020 \
    place.gp.congestion 1.075 \
    yosys_area_sq_mm 0.05386 \
    synth_area_sq_mm 0.05386 \
    ys_seq_share 0.4787 \
    slew_headroom 0.02951 \
    worst_setup_path_start_kind "input port" \
    crit_fanout 21 \
    setup_violations 0 \
    clkTransAtPathRegs_ns 0.06 \
    rsz0062_at_grt "no" \
    edf_count 32 \
    grt_util_all_layers 0.3701 \
    status "finished clean" \
    mi_logic_area_sq_mm 0.02644 \
    cts_made_buffers 115 \
    fp.dieH_microns 425.7 \
    clockRootBuffer "clkbuf_16" \
    core_area_sq_mm 0.1784 \
    register_area_sq_mm 0.02578 \
    cts.path.max_buffers 3 \
    synthToLayoutAreaGrowth_pct 20.54 \
    fin_worst_skew_ns 0 \
    wire_per_inst_microns 43.56 \
    end_kind "primary output" \
    lay_top_cells "mux2_2, dfrtp_1, nand3_1, buf_4, a22oi_1" \
    pin_count 114 \
    post_cts_buffers 0 \
    leakage_nw 27.96 \
    cap_violations 0 \
    power.total_mw 22.71 \
    cts_hold_buffers 0 \
    finalHoldViolations 0 \
    reg_top3 "register_file: 1024 flops" \
    largest_reg_flops 1024 \
    die_x_microns 425.7 \
    cts-resized-gates 0 \
    drive_gt1_frac 0.3465 \
    synth.distinct_cells 71 \
    startpoint "raddr2[0]" \
    power.density_mw_per_mm2 349.8 \
    cts_tree "yes" \
    avgSynthCellArea_sq_um 11.06 \
    finalSetupTns_ns 0 \
    rows 155 \
    htree_levels 3 \
    yosys-stat-cells 4870 \
    worstPathRequired_ns 4.48 \
    path_class "input port to primary output" \
    drt_iter0_markers 6436 \
    arrival_ns 4.45 \
    finalHoldWorstSlack_ns 0.2809 \
    grt_max_degree 115 \
    hp-class "input port to async pin" \
    fmax_mhz 179.6 \
    yosys_warnings 2 \
    dieArea_sq_mm 0.1812 \
    vias_per_cell 6.673 \
    utilization 0.3639 \
    fp_util 0.3019 \
    synth-async-reset-ratio 0.9688 \
    antenna_found_initial 41 \
    reg2reg_from "register_file[9][11]" \
    ir_worst_vdd_mv 0.2547 \
    drt-total-wl_mm 328.2 \
    drcViolationCount 0 \
    period_minus_slack_ns 5.567 \
    finalCritPeriodShare 0.9942 \
    nFillCells 17330 \
    lay_top_count "mux2_2" \
    clock_sinks 1024 \
    clock_latency_ns 0.78 \
    antenna_left 0 \
    tightestPinTransition_ns 1.445 \
    tool_warnings 34 \
    port_buffers 113 \
    grt_pass1_wl_mm 440.3 \
    vias 50280 \
    final_cell_area_sq_mm 0.06493 \
    placed_area_sq_mm 0.06050 \
    grt-ovfl-total 0 \
    drt_pass1_iterations 9 \
    hpwl_mm 218.1 \
    yosys_most_used_dff "dfrtp_1" \
    syn_inst 4870 \
    ys_ff 1024 \
    maxSlewViolCount 0 \
    largest-register "register_file" \
]
==> per-layer routing <==
| layer | up-vias | track usage | wire, microns |
|---|---|---|---|
| met2 | 4142 | 0.5018 | 134100 |
| met1 | 25610 | 0.4574 | 117100 |
| li1 | 19070 | - | - |
| met4 | 40 | 0.2568 | 29220 |
| met5 | - | 0.002646 | 380 |
| met3 | 1424 | 0.1897 | 47430 |
==> critical path, cell delays in order <==
cell and delay (ns):
buf_4 0.35, buf_4 0.34, nand2b_1 0.15, buf_4 0.21, nor2_2 0.63, buf_4 0.35, a22o_1 0.18, nor4_1 0.05
a31oi_1 0.36, buf_4 0.19, clkdlybuf4s50_1 0.46
==> cells in the mapped netlist, types with 11 or more instances <==
cell	instances	area (sq um)
a2111oi_0	64	560.5
a21oi_1	31	155.2
a221oi_1	16	140.1
a222oi_1	21	210.2
a22o_1	37	324.1
a22oi_1	297	2230
a31oi_1	23	143.9
a32oi_1	18	157.7
and2_1	24	150.1
and3_1	203	1270
and3b_1	13	113.9
and4_1	14	122.6
buf_1	65	244.0
buf_2	79	395.4
clkbuf_1	393	1475
dfrtp_1	992	24820
edfxtp_1	32	960.9
mux2_1	15	168.9
mux2_2	1015	11430
mux2i_1	38	380.4
nand2_1	50	187.7
nand3_1	754	3774
nand3b_1	18	135.1
nand4_1	239	1495
nor2_1	83	311.6
nor2b_1	19	118.9
nor3_1	41	205.2
nor3b_1	11	82.58
nor4_1	24	150.1
o211ai_1	11	82.58
o21ai_0	24	120.1
o32a_1	48	480.5
or4_1	32	240.2
==> layout make-up <==
type                       instances  share of cell area
antenna                           37            0.001426
sequential                      1024              0.3971
clock buffer                     160             0.05226
inverter                           4           0.0002313
clock inverter                    58             0.01447
timing repair buffer             566             0.08183
multi-input combinational       3331              0.4073
tap                             2355             0.04538
==> path summary, 6_finish.rpt <==
path                                        end  slack, ns  cells past startpoint
max reg2reg                register_file[9][11]       4.68                      1
min reg2reg                register_file[12][0]       0.52                      1
min in group clk0          register_file[12][0]       0.52                      1
max                                  rdata2[20]       0.03                     11
max in group asynchronous  register_file[9][16]       3.73                      3
min                        register_file[29][6]       0.28                      1
==> stage by stage <==
step           instances  setup WS, ns
3_5_place_dp        7280        0.1897
6_report            7535       0.03263
3_3_place_gp        7280        0.2256
4_1_cts             7498        0.1859
2_1_floorplan       4901         1.627
5_1_grt             7503       0.07202
==> cells by family after synthesis <==
| logic type | count (synthesis) | synth area share |
|---|---|---|
| buffers and inverters | 546 | 0.04030 |
| AND-OR/OR-AND | 658 | 0.09624 |
| flip-flops | 1024 | 0.4787 |
| other | 1 | 0.00006962 |
| multiplexers | 1069 | 0.2227 |
| AND/OR/NAND/NOR | 1572 | 0.1620 |
==> power by group <==
part	switching (mW)	internal, mW	leakage, nW
registers	1.51	8.84	13.0
logic	1.85	1.77	12.9
clock network	3.48	5.25	2.09
Power and IR drop assume default switching activity.
